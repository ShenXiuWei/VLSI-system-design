==> flow/design.v <==
`timescale 1ns/1ps
`timescale 1ns/100ps
`timescale 1ns/100ps
`timescale 1ns/1ps
module GCD(
  input wire CLK,
  input wire RST_N,
  input wire [7:0] A,
  input wire [7:0] B,
  input wire START,
  output reg [7:0] Y,
  output reg DONE,
  output reg ERROR
);
  reg found, swap;
  reg [7:0] reg_a, reg_b, data_a, data_b;
  reg [7:0] diff;
  reg error_next;
  reg [1:0] state, state_next;
  parameter [1:0] IDLE = 2'b00;
  parameter [1:0] CALC = 2'b01;
  parameter [1:0] FINISH = 2'b10;
  always@(posedge CLK or negedge RST_N)begin
   if(!RST_N)begin 
    state <= IDLE;
    ERROR <= 0;
    reg_a <= 0;
    reg_b <= 0; 
   end
   else begin
    state <= state_next;
	ERROR <= error_next;
    if(START)begin
     reg_a = A;
     reg_b = B;
	 Y = 8'bx;
    end
    else begin
     reg_a <= diff;
     reg_b <= data_b;
    end
   end
  end
  always@*begin 
   state_next = IDLE;
   DONE = 0;  
    case(state)
    IDLE:begin
     if(!START) begin 
      state_next = IDLE;
      error_next = 0;
     end
     else begin 
      state_next = CALC;
      error_next = (A==0||B==0);
     end
    end
    CALC:begin
     if(!found && !ERROR)begin
	  if(swap)begin
	  data_a = reg_b;
      data_b = reg_a;
      end 
	  else begin
      data_a = reg_a;
      data_b = reg_b;
      end
 	  diff = data_a - data_b;
	  state_next = CALC;
      error_next = ERROR;
     end
     else if(found || ERROR)begin
      state_next = FINISH;
      error_next = ERROR;   
     end
    end
    FINISH:begin
	 state_next = IDLE;
     error_next = 1'b0;
	 if(ERROR) Y = 8'bx;
	 else if(found && !ERROR) Y = data_a;
	 DONE = 1'b1; 
    end
	endcase
   end
   always @* begin
    swap  = (reg_b > reg_a)?1:0;
    found = (reg_a == reg_b)?1:0;
   end
endmodule
==> flow/run.sh <==
#!/bin/bash
# OpenROAD 26Q1-2900-gdf79404cd8, Yosys 0.63+post, stock flow scripts
make -C /OpenROAD-flow-scripts/flow DESIGN_CONFIG=/design/flow/config.mk WORK_HOME=/design/flow/orfs finish
==> flow/config.mk <==
export PLATFORM = sky130hd
export DESIGN_NAME = GCD
export DESIGN_NICKNAME = GCD
export VERILOG_FILES = /design/flow/design.v
export SDC_FILE = /design/flow/constraint.sdc
export NUM_CORES = 4
export LEC_CHECK = 1
export CORE_UTILIZATION = 30
==> flow/constraint.sdc <==
current_design GCD

set clk_period 2.0
set clk_io_pct 0.2

create_clock -name clk0 -period $clk_period [get_ports {CLK}]

set non_clock_inputs [all_inputs -no_clocks]
set_input_delay [expr $clk_period * $clk_io_pct] -clock clk0 $non_clock_inputs
set_output_delay [expr $clk_period * $clk_io_pct] -clock clk0 [all_outputs]
==> job_summary.md <==
## Synthesis and layout report

| Metric | Value |
|---|---|
| Fmax | 606 MHz |
| Setup WS pre-CTS | 350 ps |
| Io pins | 29 |
| Die area | roughly 6300 um^2 |
| Setup bufs post-CTS | 0 |
| Fin crit share | 0.825 |
| # H-tree levels | 1 |
| ANT cells | 0 |
| Synth Register Bits | 37 |
| Routed vias | about 1300 |
| Yosys chip area | 1810 um^2 |
| Initial DRT Pass Iterations | 4 |
| DRC Markers | 0 |
| First-pass GRT wire length | 6160 um |
| Hold_buf cts | 0 |
| Synthesized area | 1810 um^2 |
| Total gr overflow | 0 |
| Yosys stat cell total | about 180 |
| Antenna violations before repair | 0 |
| Vias in the first global route | approximately 1300 |
| Post-route ant nets | 0 |
| Top cell types by occurrence after synthesis | 19 x dfrtp_1, 17 x dlxtn_1, 16 x mux2_2 |
| Cell Type Count | 47 |
| Register pins left without a clock | 17 |
| Power, Total | 2.31 mW |
| Die H | 79.7 um |
| Synth top cell by count | dfrtp_1 |
| Top cells by area | dfrtp_1 26%, dlxtn_1 14%, mux2_2 10%, ha_1 5.5%, buf_4 4.1% |
| Pwr dens | about 1100 nW/um^2 |
| Die Wd | 79.7 um |
| GR peak layer | met2 |
| P_leak | a little over 0.9 nW |
| Total GRT Usage | 0.129 |
| Worst-path clk slew | 80 ps |
| Vias per cell | approximately 4.7 |
| Status | completed |
| Endpoints failing hold | 0 |
| Max clock buf depth | 2 |
| Final TNS setup | 0 ps |
| Dpl hpwl | 2760 um |
| Post-Route WL | between 3000 and 4000 um |
| Core area | 5680 um^2 |
| WL per Instance | 13.0 um |
| Num CTS Buffers | 3 |
| Init Core Util | 0.319 |
| Fin util | 0.372 |
| Count of input and output buffers | 20 |
| Root buffer cell | clkbuf_8 |
| Synth Instances | 184 |
| Ys flop type | dfrtp_1 |
| Resize count post-CTS | 0 |
| Met1 GRT Util | 0.188 |
| Peak VDD IR | ~0.42 mV |
| Crit Path Class | register to register |
| Hold Crit Class | input pin to async pin |
| Critical path's slowest cell | ha_1 |
| Drt initial violations | 30 |
| Top-area cell share | 0.263 |
| CTS tree | done |
| Yosys top cell by area | dfrtp_1 |
| Unrepaired setup endpoints after global routing | false |
| Crit-path cells | ha_1, nand4_4, nor3_2, nor2_1, nand2_1, nand2_1 |
| CP peak stage delay | roughly 470 ps |
| Final Setup Violations | 0 |
| Crit end category | register |
| Standard-cell rows | 27 |
| Max cap viols | 0 |
| Worst hold margin | 479 ps |
| Share of layout cells above drive strength 1 | 0.180 |
| CP startpoint kind | register |
| FFs w/ async S/R, synth | 0.541 |
| Min Tclk post-route | 1650 ps |
| Number of unconstrained endpoints | 18 |
| Crit-path leading delay family | simple AND/OR/NAND/NOR gates |
| Area Growth Syn to Fin | 16.6% |
| Worst path arrival time | roughly 1800 ps |
| Yosys warns | 17 |
| Crit Path Max Fanout | 9 |
| Final setup margin | 349 ps |
| Pin count of the biggest net entering global routing | 21 |
| Pins Over Slew Limit | 0 |
| Placer Congestion | 0.867 |
| Tool warnings | 25 |
| Clock skew | 1.09 ps |
| Crit-path most repeated cell | nand2_1 |
| CP Data Required Time | approximately 2200 ps |
| Post-synth EDFFs | 0 |
| Met3 usage | 0.0151 |
| Mapped Avg Cell Area | 9.83 um^2 |
| Worst-skew pair later-pin latency | roughly 260 ps |
| CP bufs+invs | 0 |
| Met2 usage | 0.217 |
| Worst Tran Pin Value | roughly 790 ps |
| Max-slew headroom | 0.470 |
==> sequential cells by signal (all words and copies together), names as in the netlist <==
| name | flops |
|---|---|
| data_b | 8 |
| ERROR | 1 |
| state | 3 |
| reg_b | 8 |
| reg_a | 8 |
| diff | 8 |
| error_next | 1 |
==> power by group <==
group | switching (mW) | leakage [nW] | internal [mW] | total (mW)
Combinational | 0.639 | 0.528 | 0.517 | 1.16
Sequential | 0.0889 | 0.374 | 0.743 | 0.831
Clock | 0.143 | 0.0288 | 0.175 | 0.318
Total | 0.871 | 0.931 | 1.43 | 2.31
==> cells by family (layout without fill, tap and decap cells) <==
family / Yosys count / after routing / share of synthesized area
compound gates: 38 / 38 / 0.145
xor+xnor: 5 / 5 / 0.0242
fa+ha+maj: 8 / 8 / 0.0553
buf+inv: 25 / 39 / 0.0809
flops: 20 / 20 / 0.277
latches: 17 / 17 / 0.141
mux: 17 / 17 / 0.108
other cells: 1 / 8 / 0.00207
simple gates: 53 / 53 / 0.166
==> area by class of cell <==
cell class              count  area (um^2)
flip-flops and latches     37          757
well taps                  72         90.1
fillers                   609         3570
clock buffers               4         55.1
multi-input cells         129          932
repair buffers             25          238
inverters                  10         37.5
==> final timing paths <==
check                      startpoint  endpoint  slack, ps  depth (start not counted)
min                             RST_N  reg_b[4]        480                          2
max in group asynchronous       RST_N  state[0]       1240                          2
max                          reg_b[7]  state[2]        350                          6
min reg2reg                  state[0]  state[2]        510                          2
min in group clk0            state[0]  state[2]        510                          2
max reg2reg                  reg_b[7]  state[2]        350                          6
==> through the flow <==
stage	std cells	cell area [um^2]
2_1_floorplan	191	1840
3_3_place_gp	273	2050
3_5_place_dp	273	2050
4_1_cts	277	2110
5_1_grt	277	2110
6_report	277	2110
==> placed cells by master, fill, tap and decap left out, types with 4 or more instances in the layout <==
| cell type | instances |
|---|---|
| a21oi_1 | 7 |
| buf_4 | 5 |
| clkbuf_8 | 4 |
| clkdlybuf4s50_1 | 20 |
| conb_1 | 8 |
| dfrtp_1 | 19 |
| dlxtn_1 | 17 |
| ha_1 | 8 |
| inv_1 | 10 |
| mux2_2 | 16 |
| nand2_1 | 14 |
| nand2b_1 | 4 |
| nand3_1 | 4 |
| nor2_1 | 6 |
| nor3_1 | 5 |
| o21ai_0 | 14 |
==> per-layer routing <==
| layer | share of wire | routed length [um] |
|---|---|---|
| met2 | 0.48 | 1740 |
| met3 | 0.030 | 109 |
| met5 | 0 | 0 |
| met4 | 0.0064 | 23 |
| met1 | 0.48 | 1730 |
Power is estimated from default activity; no workload was simulated.
