==> flow/config.mk <==
export PLATFORM = sky130hd
export DESIGN_NAME = controller
export DESIGN_NICKNAME = controller
export VERILOG_FILES = /design/flow/design.v
export SDC_FILE = /design/flow/constraint.sdc
export NUM_CORES = 4
export LEC_CHECK = 1
export CORE_UTILIZATION = 40
==> flow/constraint.sdc <==
current_design controller

set clk_period 4.1
set clk_io_pct 0.2

create_clock -name clk0 -period $clk_period [get_ports {clk}]

set non_clock_inputs [all_inputs -no_clocks]
set_input_delay [expr $clk_period * $clk_io_pct] -clock clk0 $non_clock_inputs
set_output_delay [expr $clk_period * $clk_io_pct] -clock clk0 [all_outputs]
==> flow/design.v <==
`timescale 1ns/1ps
`timescale 1ns/100ps
`timescale 1ns/100ps
`timescale 1ns/1ps
module PE (
  input wire clk,
  input wire rst_n,
  input wire [7:0]in_a,
  input wire [7:0]in_b,
  input wire reset_PE,
  output reg [7:0]out_a,
  output reg [7:0]out_b,
  output reg [7:0]out_c
);
reg [7:0] temp_c;
always @(posedge clk or negedge rst_n)begin 
  if(!rst_n)begin
    out_c  <= 0;
    out_a  <= 0;
    out_b  <= 0;
  end  
  else if(reset_PE) begin
    out_c  <= 0;
    out_a  <= 0;
    out_b  <= 0;
  end
  else begin
      out_c  <= out_c + in_a*in_b;
      out_a  <= in_a;
      out_b  <= in_b;
  end    
end
endmodule
module controller (
  input wire clk,
  input wire rst_n,
  input wire start,
  input wire [7:0] value_a,
  input wire [7:0] value_b,
  output reg [10:0] addr_a,
  output reg [10:0] addr_b,
  output reg en_a,
  output reg en_b,
  output reg [7:0] in_a0,
  output reg [7:0] in_a1,
  output reg [7:0] in_a2,
  output reg [7:0] in_a3,
  output reg [7:0] in_b0,
  output reg [7:0] in_b1,
  output reg [7:0] in_b2,
  output reg [7:0] in_b3,
  output reg reset_PE,
  output reg out_valid
);
  reg [7:0] a [0:15];
  reg [7:0] b [0:15];
  reg [7:0] k;
  reg [7:0] i,i_next;
  reg [7:0] j,j_next;
  reg       [ 3:0] state, state_next;
  parameter [ 3:0] IDLE    = 4'b0000;
  parameter [ 3:0] LOAD    = 4'b0001;
  parameter [ 3:0] CATCH   = 4'b0010;
  parameter [ 3:0] RST_PE  = 4'b0011;
  parameter [ 3:0] stage1  = 4'b0100;
  parameter [ 3:0] stage2  = 4'b0101;
  parameter [ 3:0] stage3  = 4'b0110;
  parameter [ 3:0] stage4  = 4'b0111;
  parameter [ 3:0] stage5  = 4'b1000;
  parameter [ 3:0] stage6  = 4'b1001;
  parameter [ 3:0] stage7  = 4'b1010;
  parameter [ 3:0] stage8  = 4'b1011;
  parameter [ 3:0] stage9  = 4'b1100;
  parameter [ 3:0] stage10 = 4'b1101;
  parameter [ 3:0] stage11 = 4'b1110;
  parameter [ 3:0] OUT     = 4'b1111;
always@ (posedge clk or negedge rst_n) begin
  if(!rst_n)begin
    state <= IDLE;
    en_a <= 0;
    en_b <= 0;
  end  
  else begin
    en_a <= 1;
    en_b <= 1;
    state <= state_next;
    i <= i_next;
    j <= j_next;
    if(state == CATCH) begin
       a[j] <= value_a;
       b[j] <= value_b;
    end
  end
end
always@* begin
  case(state)
      IDLE:begin
        if(start)
          state_next = LOAD;
        else
          state_next = IDLE;
      end
      LOAD:begin
          state_next = CATCH;
      end
      CATCH:begin
        if(j!=15)
          state_next = LOAD;
        else
          state_next = RST_PE; 
      end
      RST_PE:begin
         state_next = stage1;
      end
      stage1:begin
         state_next = stage2;
      end
      stage2:begin
         state_next = stage3;
      end
      stage3:begin
         state_next = stage4;
      end
      stage4:begin
         state_next = stage5;
      end
      stage5:begin
         state_next = stage6;
      end
      stage6:begin
         state_next = stage7;
      end
      stage7:begin
         state_next = stage8;
      end
      stage8:begin
         state_next = stage9;
      end
      stage9:begin
         state_next = stage10;
      end
      stage10:begin
         state_next = stage11;
      end
      stage11:begin
         state_next = OUT;
      end
      OUT :begin
         state_next = LOAD;
      end
  endcase 
end  
always@* begin
  case(state)
      IDLE:begin
       addr_a = 0;
       addr_b = 0;
       out_valid = 0;
       reset_PE = 0;
       i_next=0;
       j_next=0;
      end
      LOAD:begin
       addr_a = {i ,{4{1'b0}}}  + j;
       addr_b = {i ,{4{1'b0}}}  + j;
       out_valid = 0;
       reset_PE = 1;
       i_next=i;
       j_next=j;
      end
      CATCH:begin
       addr_a = {i ,{4{1'b0}}}  + j;
       addr_b = {i ,{4{1'b0}}}  + j;
       out_valid = 0;
       reset_PE = 1;
       if(j!=15)begin
         i_next = i;
         j_next = j+1;
       end
       else begin
         i_next = i+1;
         j_next = 0;
       end
      end
      RST_PE:begin
         addr_a = 0;
         addr_b = 0;
         out_valid = 0;
         reset_PE = 0;
         i_next=i;
         j_next=0;
      end 
      OUT:begin
         addr_a = 0;
         addr_b = 0;
         out_valid = 1;
         reset_PE = 0;
         i_next=i;
         j_next=0;
      end
      default:begin
         addr_a = 0;
         addr_b = 0;
         out_valid = 0;
         reset_PE = 0;
         i_next=i;
         j_next=0;
      end
  endcase 
end  
always@* begin
  case(state)
      stage1:begin
         in_a0 = a[0];
         in_a1 = 0; 
         in_a2 = 0;
         in_a3 = 0;
         in_b0 = b[0];
         in_b1 = 0;
         in_b2 = 0;
         in_b3 = 0;
      end
      stage2:begin
         in_a0 = a[1];
         in_a1 = a[4]; 
         in_a2 = 0;
         in_a3 = 0;
         in_b0 = b[4];
         in_b1 = b[1];
         in_b2 = 0;
         in_b3 = 0;
      end
      stage3:begin
         in_a0 = a[2];
         in_a1 = a[5]; 
         in_a2 = a[8];
         in_a3 = 0;
         in_b0 = b[8];
         in_b1 = b[5];
         in_b2 = b[2];
         in_b3 = 0;
      end
      stage4:begin
         in_a0 = a[3];
         in_a1 = a[6]; 
         in_a2 = a[9];
         in_a3 = a[12];
         in_b0 = b[12];
         in_b1 = b[9];
         in_b2 = b[6];
         in_b3 = b[3];
      end
      stage5:begin
         in_a0 = 0;
         in_a1 = a[7]; 
         in_a2 = a[10];
         in_a3 = a[13];
         in_b0 = 0;
         in_b1 = b[13];
         in_b2 = b[10];
         in_b3 = b[7];
      end
      stage6:begin
         in_a0 = 0;
         in_a1 = 0; 
         in_a2 = a[11];
         in_a3 = a[14];
         in_b0 = 0;
         in_b1 = 0;
         in_b2 = b[14];
         in_b3 = b[11];
      end
      stage7:begin
         in_a0 = 0;
         in_a1 = 0; 
         in_a2 = 0;
         in_a3 = a[15];
         in_b0 = 0;
         in_b1 = 0;
         in_b2 = 0;
         in_b3 = b[15];
      end
      default : begin
         in_a0 = 0;
         in_a1 = 0; 
         in_a2 = 0;
         in_a3 = 0;
         in_b0 = 0;
         in_b1 = 0;
         in_b2 = 0;
         in_b3 = 0;
      end
  endcase 
end  
endmodule
==> flow/run.sh <==
#!/bin/bash
# OpenROAD 26Q1-2900-gdf79404cd8, Yosys 0.63+post, stock flow scripts
make -C /OpenROAD-flow-scripts/flow DESIGN_CONFIG=/design/flow/config.mk WORK_HOME=/design/flow/orfs finish
==> GITHUB_STEP_SUMMARY <==
### Yosys + OpenROAD results

| Metric | Value |
|---|---|
| Area share of and/or/nand/nor cells after synthesis | `5.38%` |
| Number of cells traversed by the worst hold path | `0` |
| Clock tree from TritonCTS | `yes` |
| Routed wirelength normalized by instance count | `between 20 and 25 um` |
| Net switching fraction of the power | `between 10% and 20%` |
| Chip Footprint | `approximately 27000 sq um` |
| Global-route wire length before repair | `36200 um` |
| Final estimated routing congestion in global placement | `between 0.8 and 0.9` |
| Worst-Margin Slew | `938 ps` |
| Post-route setup slack | `504 ps` |
| DRC errors left | `0` |
| Largest voltage drop on the vdd net | `a little over 0.3 mV` |
| Largest net degree at the start of global routing | `approximately 50` |
| Starting DRC count in detailed routing | `~390` |
| Synthesis Warnings | `3` |
| Die width | `between 150 and 200 um` |
| Outcome | `complete, no violations` |
| Initial antenna violation count | `0` |
| Row cnt | `59` |
| Clock root buffer master | `sky130_fd_sc_hd__clkbuf_16` |
| Count of maximum capacitance violations | `0` |
| Global routing usage summed across all routing layers | `about a fifth` |
| Fin. Hold Viols | `0` |
| Combined area of all synthesized cells | `between 10000 and 15000 sq um` |
| Switching power total | `1.10 mW` |
| Xor/xnor cell area share of the yosys netlist | `0.408%` |
| Total number of H-tree levels | `1` |
| Number of enable flip-flop cells | `271` |
| Clock slew at reported path FFs | `~60 ps` |
| Avg Synthesized Cell Area | `16.6 sq um` |
| Worst reg2reg path depth | `3` |
| Number of antenna diodes | `0` |
| Clock power share | `43.7%` |
| Post-detailed-placement half-perimeter wirelength | `14100 um` |
| Post-synthesis async set-or-reset flop share | `5.90%` |
| Vias in the first global route | `6438` |
| Number of cell instances after yosys synthesis | `646` |
| Post-CTS setup buffers | `0` |
| Fraction of layout cells with a size suffix above 1 | `9.51%` |
| Max-slew violation count | `0` |
| ANT nets after route | `0` |
| Post-synthesis mux area share | `0.280%` |
| Areal power density over the cells | `449 nW/um^2` |
| Prevailing logic family in the synthesized netlist | `AND-OR/OR-AND gates` |
| Final clock skew | `10.2 ps` |
| Number of warnings in the stage logs | `28` |
| Cell Area, Placed | `12200 sq um` |
| Portion of the clock cycle consumed by the worst path in the final layout | `between 80% and 90%` |
| Maximum clock insertion buffer count | `3` |
| Final setup vio count | `0` |
| Part of the power in registers | `54.7%` |
| Count of distinct cell types in the synthesized netlist | `39` |
| Quantity of I/O buffers inserted on ports | `108` |
| Critical Path AT | `between 2000 and 3000 ps` |
| DIE HEIGHT | `166 um` |
| Data required time at the worst endpoint | `3280 ps` |
| # resized after CTS | `0` |
| F_max | `278 MHz` |
| Part of the power in combinational logic | `1.5%` |
| Count of fill cells added during filler insertion | `about 2000` |
| Post-synth area from yosys stat | `10700 sq um` |
| Count of hold buffers inserted by post-cts repair | `0` |
| Number of top-level pins | `109` |
| Area growth from synthesis to layout | `22.7%` |
| Core ar. | `~26000 sq um` |
| Commonest cells after routing, fill and taps aside | `sky130_fd_sc_hd__edfxtp_1 (271), sky130_fd_sc_hd__a22oi_1 (128), sky130_fd_sc_hd__clkdlybuf4s50_1 (108)` |
| Critical path peak fanout | `6` |
| Sinks on the clock net | `288` |
| Unrepaired setup endpoints after global routing | `no` |
| Placement-stage worst setup slack | `around 1000 ps` |
| Final worst path period need | `3600 ps` |
| Top FF cell, synth | `sky130_fd_sc_hd__edfxtp_1` |
| Initial DRT Pass Iterations | `26` |
| Final global-route overflow total | `0` |
| Vias/cell | `between 5 and 6` |
| Total number of vias | `6091` |
| Adder-cell share of the synthesized area | `under 10%` |
| Most frequent logic cell in the layout | `sky130_fd_sc_hd__edfxtp_1` |
| Nature of the critical path endpoint | `output pin` |
| Max-slew headroom | `37.5%` |
| Type of the worst min-delay path | `reg2reg` |
| Synth flops | `about 290` |
| Register share after synthesis | `79.9%` |
| TritonCTS buffer count | `29` |
| Total internal power | `4.81 mW` |
| Lkg Pwr | `4.50 nW` |
| Cells after synthesis | `646` |
| Type of the setup path with the least slack | `reg2out` |
| Total length of routed wires | `23400 um` |
| Post-route setup TNS | `0 ps` |
| CP Launch Type | `register` |
| Post-route cell area | `about 13000 sq um` |
| Initial Util | `40.9%` |
| Latency at later pin | `~530 ps` |
| Area fraction in compound gates after synthesis | `between 10% and 20%` |
## power groups by stage
stage	Sequential, mW	Clock, mW	Combinational (mW)
CTS	3.23	2.63	0.0913
global route	3.23	2.75	0.101
finish	3.23	2.58	0.0901
## cells by family (layout without fill, tap and decap cells)
logic type / count (synthesis) / after routing
simple gates: 132 / 132
buf+inv: 52 / 195
mux: 3 / 3
fa+ha+maj: 10 / 10
flops: 288 / 288
other cells: 1 / 1
compound gates: 155 / 155
xor+xnor: 5 / 5
## state kept, by name, summed over array words and instances (netlist names)
register  cells
a           128
b           128
state        16
j             8
i             7
en_b          1
## Yosys cell counts, types with 4 or more instances
cell type	n	share of area, %
sky130_fd_sc_hd__edfxtp_1	271	76
sky130_fd_sc_hd__a22oi_1	128	9.0
sky130_fd_sc_hd__nand2_1	74	2.6
sky130_fd_sc_hd__clkbuf_1	24	0.84
sky130_fd_sc_hd__nor2_1	23	0.81
sky130_fd_sc_hd__dfrtp_1	16	3.7
sky130_fd_sc_hd__buf_4	12	0.84
sky130_fd_sc_hd__a21oi_1	11	0.51
sky130_fd_sc_hd__ha_1	9	1.1
sky130_fd_sc_hd__nand3_1	9	0.42
sky130_fd_sc_hd__inv_1	8	0.28
sky130_fd_sc_hd__o21ai_0	6	0.28
sky130_fd_sc_hd__or3_1	6	0.35
sky130_fd_sc_hd__and2_1	5	0.29
sky130_fd_sc_hd__buf_1	4	0.14
sky130_fd_sc_hd__nand2b_1	4	0.23
sky130_fd_sc_hd__nor3_1	4	0.19
sky130_fd_sc_hd__xnor2_1	4	0.33
## area by class of cell
cell class                 count  area (sq um)  share of cell area [%]
clock buffer                  36           752                    5.72
clock inverter                17           185                    1.41
inverter                       9          33.8                   0.257
multi-input combinational    306          1930                    14.7
sequential                   288          8570                    65.1
tap                          335           419                    3.19
timing repair buffer         133          1270                    9.64
## critical path, cell delays in order, from the launching register on
cell and delay, ps:
sky130_fd_sc_hd__edfxtp_1 470, sky130_fd_sc_hd__ha_1 250, sky130_fd_sc_hd__fa_1 420, sky130_fd_sc_hd__a21o_1 190, sky130_fd_sc_hd__a21oi_1 160, sky130_fd_sc_hd__mux2i_1 250
sky130_fd_sc_hd__clkdlybuf4s50_1 500
## routing by layer
metal,routed length [um],GRT usage [%]
met1,8430,24.1
met2,11100,28.4
met3,3420,12.9
met4,482,3.17
met5,0,1.39
## through the flow
| step | hold slack, ps | power [mW] | std cells | utilization (%) |
|---|---|---|---|---|
| after global placement | 346 | 3.38 | 1071 | 46.6 |
| final | 354 | 5.90 | 1124 | 50.2 |
| after global routing | 365 | 6.08 | 1124 | 50.2 |
| after floorplan | 331 | 3.31 | 646 | - |
| after CTS | 357 | 5.95 | 1124 | 50.2 |
| after detailed placement | 340 | 3.39 | 1071 | 46.6 |
## worst paths after layout
kind	from	to	slack (ps)
setup / recovery	j[4]	addr_b[8]	500
hold / removal	state[13]	state[3]	350
setup reg to reg	j[5]	i[6]	2170
hold reg to reg	state[13]	state[3]	350
max in group asynchronous	rst_n	state[0]	2790
min in group asynchronous	rst_n	state[2]	670
Power and IR drop assume default switching activity.
