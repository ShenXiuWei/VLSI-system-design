$ cat ./config.mk
export PLATFORM = sky130hd
export DESIGN_NAME = filter
export DESIGN_NICKNAME = filter
export VERILOG_FILES = /design/flow/design.v
export SDC_FILE = /design/flow/constraint.sdc
export NUM_CORES = 4
export LEC_CHECK = 1
export CORE_UTILIZATION = 30
$ cat ./constraint.sdc
current_design filter

set clk_period 10.9
set clk_io_pct 0.2

create_clock -name clk0 -period $clk_period [get_ports {clk}]

set non_clock_inputs [all_inputs -no_clocks]
set_input_delay [expr $clk_period * $clk_io_pct] -clock clk0 $non_clock_inputs
set_output_delay [expr $clk_period * $clk_io_pct] -clock clk0 [all_outputs]
$ cat ./design.v
`timescale 1ns/1ps
`timescale 1ns/100ps
`timescale 1ns/100ps
`timescale 1ns/1ps
module filter (
  input wire clk,
  input wire rst_n,
  input wire fc_valid,
  input wire [7:0] working_pixel,
  input signed [7:0] fc,
  input wire start,
  output reg [7:0] out_pixel,
  output reg out_valid,
  output reg [15:0] addr,
  output reg wen,
  output reg en,
  output reg [7:0] d
);
reg signed[ 8:0] filter_coef [0:4][0:4];
reg       [ 3:0] coef_i,coef_i_next;
reg       [ 3:0] coef_j,coef_j_next;
reg signed[ 8:0] value [0:25];
reg       [ 7:0] value_index,value_index_next;
reg signed[ 7:0] i,j,i_next,j_next;
reg       [ 7:0] x,x_next;
reg       [ 7:0] y,y_next;
reg signed[16:0] result,result_next ;
reg load_done;
reg conv_done;
reg all_done;
reg       [ 2:0] state, state_next;
parameter [ 2:0] IDLE    = 3'b000;
parameter [ 2:0] COEF    = 3'b001;
parameter [ 2:0] CENTER  = 3'b010;
parameter [ 2:0] LOAD    = 3'b011;
parameter [ 2:0] CATCH   = 3'b100;
parameter [ 2:0] CONV    = 3'b101;
parameter [ 2:0] OUT     = 3'b110;
always@ (posedge clk or negedge rst_n) begin
  if(!rst_n)begin
    state <= IDLE;
    en<=0;
  end  
  else begin
    state <= state_next;
    en <= 1;
    coef_i <= coef_i_next;
    coef_j <= coef_j_next;
    x <= x_next;
    y <= y_next;
    i <= i_next;
    j <= j_next;
    result <= result_next;
    value_index <= value_index_next;
    if(state == COEF) begin 
      if(fc_valid)
        filter_coef[coef_i][coef_j] <= fc ; 
      else  
        filter_coef[coef_i][coef_j] <= 0;
    end
    if(state == CATCH) begin
      if( (i==-2 && x<2) || (i==-1 && x<1) || (i==1 && x>254) || (i==2 && x>253) || (j==-2 && y<2) || (j==-1 && y<1) || (j==1 && y>254) || (j==2 && y>253))
        value[value_index] <= 0;
      else
        value[value_index] <= {1'b0 , working_pixel}; 
    end
  end
end
always@*begin 
  case(state)
     IDLE : begin
       if(start)
          state_next = COEF;
       else
          state_next = IDLE;   
     end
     COEF : begin
       if(fc_valid)
         state_next = COEF;
       else
         state_next = CENTER;
     end
     CENTER : begin
        if(all_done)
         state_next = IDLE;
        else 
         state_next = LOAD;
     end
     LOAD : begin
         state_next = CATCH;
     end
     CATCH : begin
         if(load_done)
          state_next = CONV;
         else 
          state_next = LOAD;
     end
     CONV : begin
        if(conv_done)
         state_next = OUT;
        else 
         state_next = CONV;
     end
     OUT  : begin
         state_next = CENTER;
     end 
     default : begin
         state_next = IDLE; 
     end
  endcase  
end
always@*begin 
  case(state)
    IDLE : begin
      coef_i_next = 0;
      coef_j_next = 0;
      value_index_next = 0;
      x_next = 0;
      y_next = 0;
      i_next = -2;
      j_next = -2;
    end
    COEF : begin
      if(fc_valid) begin
        if(coef_j <4) begin
          coef_i_next = coef_i;
          coef_j_next = coef_j + 1 ;
        end   
        else begin
          coef_i_next = coef_i + 1;
          coef_j_next = 0;
        end
      end
      else begin
         coef_i_next = coef_i ;
         coef_j_next = coef_j ;
      end
      value_index_next = 0;
      x_next = 0;
      y_next = 0;
      i_next = -2;
      j_next = -2;
    end
    CENTER : begin    
      coef_i_next = 0;
      coef_j_next = 0;
      value_index_next = 0;
      x_next = x;
      y_next = y;
      i_next = -2;
      j_next = -2;
    end
    LOAD : begin
      coef_i_next = 0;
      coef_j_next = 0;
      value_index_next = value_index;
      x_next = x;
      y_next = y;
      i_next = i;
      j_next = j;
    end
    CATCH  : begin
      coef_i_next = 0;
      coef_j_next = 0;
      x_next = x;
      y_next = y;
      if(i == 2)begin
        if(j == 2)begin
          i_next = -2;
          j_next = -2;
          value_index_next = 0;
        end
        else begin
          i_next = -2;
          j_next = j + 1;
          value_index_next = value_index + 1;
        end
      end
      else begin
        i_next = i + 1; 
        j_next = j ;
        value_index_next = value_index + 1;
      end
    end
    CONV : begin
      coef_i_next = 0;
      coef_j_next = 0;
      x_next = x;
      y_next = y;
      if(i == 2)begin
        if(j == 2)begin
          i_next = -2;
          j_next = -2;
          value_index_next = 0;
        end
        else begin
          i_next = -2;
          j_next = j + 1;
          value_index_next = value_index + 1;
        end
      end
      else begin
        i_next = i + 1; 
        j_next = j ;
        value_index_next = value_index + 1;
      end
    end
    OUT : begin 
      coef_i_next = 0;
      coef_j_next = 0;
      value_index_next = value_index;
      if(x==255)begin
        x_next = 0;
        if(y==255)
          y_next = 255;   
        else
          y_next = y + 1;           
      end
      else begin
        x_next = x + 1;
        y_next = y;
      end 
      i_next = i;
      j_next = j;
    end
    default : begin
      coef_i_next = 0;
      coef_j_next = 0;
      value_index_next = 0;
      x_next = 0;
      y_next = 0;
      i_next = -2;
      j_next = -2;
    end
  endcase
end
always@*begin 
  case(state)
    IDLE : begin
      result_next = 0;
      addr = 0;
      load_done = 0;
      all_done  = 0;
      conv_done = 0;
      out_valid = 0;
      out_pixel = 0;
    end
    COEF : begin
      result_next = 0;
      addr = 0;
      load_done = 0;
      all_done  = 0;
      conv_done = 0;
      out_valid = 0;
      out_pixel = 0;  
    end
    CENTER : begin    
      result_next = 0;
      addr = 0;
      load_done = 0;
      conv_done = 0;
      out_valid = 0;
      out_pixel = 0;
      if(x==255 && y==255)
         all_done = 1;
      else
         all_done = 0;
    end
    LOAD : begin
      result_next = 0;
      conv_done = 0;
      out_valid = 0;
      out_pixel = 0;
      load_done = 0;
      if(x==255 && y==255)
         all_done = 1;
      else
         all_done = 0;
      addr = {{y+j} , {8{1'b0}} } + {{8{1'b0}},{x+i}};
    end
    CATCH  : begin 
      if(i == 2 && j == 2)
        load_done = 1;
      else 
        load_done = 0; 
      addr = 0;
      result_next = 0;
      all_done  = 0;
      conv_done = 0;
      out_valid = 0;
      out_pixel = 0;    
    end
    CONV : begin
      if(i == 2 && j == 2) begin
        conv_done = 1;
        load_done = 0;
      end
      else begin
        conv_done = 0;
        load_done = 1;
      end
      addr = 0;
      all_done  = 0;
      out_valid = 0;
      out_pixel = 0;  
      result_next = result  + {{8{value[value_index][8]}} , value[value_index] } * { {8{filter_coef[i+2][j+2][8]}} , filter_coef[i+2][j+2] };
    end
    OUT : begin
      result_next = result;
      addr = 0;
      load_done = 0;
      all_done  = 0;
      conv_done = 0; 
      out_valid = 1;
      if(result > 255)
        out_pixel = 255;  
      else if(result < 0)  
        out_pixel = 0;
      else
        out_pixel = result[7:0];  
    end
    default : begin
      result_next = 0;
      addr = 0;
      load_done = 0;
      all_done  = 0;
      conv_done = 0;
      out_valid = 0;
      out_pixel = 0;
    end
  endcase
end
endmodule
$ cat ./run.sh
#!/bin/bash
# OpenROAD 26Q1-2900-gdf79404cd8, Yosys 0.63+post, stock flow scripts
make -C /OpenROAD-flow-scripts/flow DESIGN_CONFIG=/design/flow/config.mk WORK_HOME=/design/flow/orfs finish
==> flow_metrics.py <==
# Physical implementation metrics
metrics = {
    "cells_and_area": {
        "layout-drive-gt1-share": 0.09539,
        "syn2layout_area_growth_pct": 15.62,
        "logic_area_um2": 8615,
        "final_cell_mix": "edfxtp_1 (470), inv_1 (118), nand2_1 (102)",
        "fillers": 7286,
        "seq_area_um2": 14320,
        "stdcell_count": 2927,
        "lay_top_count": "edfxtp_1",
    },
    "clocking": {
        "clk_pin_slew_ns": 0.06,
        "cts.root.buffer_cell": "clkbuf_16",
        "cts_resized": 0,
        "cts_max_level": 2,
        "clock_path_buffers": 3,
        "worstSkewPairLatency_ns": 0.60,
        "cts_hold_buf": 0,
        "cts_buffers": 48,
        "clock_sinks": 478,
        "cts_setup_buffers": 0,
        "tritoncts": "done",
    },
    "floorplan": {
        "die_w_um": 282.9,
        "rows": 102,
        "chipArea_um2": 80020,
        "fp_util": 0.3045,
        "core_area_um2": 77720,
        "pin_count": 55,
        "die_y_um": 282.9,
    },
    "sta": {
        "slew_violations": 0,
        "fin_setup_tns_ns": 0,
        "fin_skew_ns": 0.02399,
        "tightest_slew_ns": 1.064,
        "layout_setup_ws_ns": 1.217,
        "clock.fmax_mhz": 103.3,
        "rsz0062_at_grt": "no",
        "post-route-min-period_ns": 9.683,
        "period_used_share": 0.8883,
        "slew_headroom": 0.2854,
        "hold_viol_final": 0,
        "setup-violations-final": 0,
    },
    "critical_path": {
        "cp_max_fo": 21,
        "rr_worst_depth": 27,
        "cp.required_ns": 11.24,
        "r2r-start": "i[1]$_SDFFCE_PN1P_",
        "startpoint_type": "flop",
        "regToRegEndpoint": "result[16]$_SDFFCE_PN0P_",
        "setup.worst_path.class": "flop to flop",
        "worst_ep_arrival_time_ns": 10.02,
        "r2r_setup_slack_ns": 1.22,
        "end_kind": "flop",
    },
    "place": {
        "post-place-cells": 2838,
        "place_ws_ns": 1.262,
        "globalplace.congestion": 0.9347,
        "dp_hpwl_um": 41850,
        "io_buffers": 45,
    },
    "pwr": {
        "power_density_nw_per_um2": 148.5,
        "vdd_ir_drop_max_v": 0.0001183,
        "p_leak_nw": 9.908,
    },
    "synthesis": {
        "ys_cells": 1756,
        "syn_inst": 1756,
        "synth_seq_share": 0.6048,
        "ff_type": "edfxtp_1",
        "avgSynthCellArea_um2": 13.48,
        "edf_count": 470,
        "yosysWarningCount": 12,
        "ys_ff": 478,
        "synth.distinct_cells": 77,
        "yosysChipArea_um2": 23670,
        "syn_area_um2": 23670,
        "async_flop_share": 0.01674,
    },
    "detailed_routing": {
        "drt_iter0_markers": 1052,
        "routedWlPerCell_um": 20.91,
        "avgViaCountPerCell": 5.130,
        "drc": 0,
        "ant_nets": 0,
        "dr.pass1.iters": 5,
        "vias": 15020,
        "num_antenna_cells": 0,
        "drt-total-wl_um": 61200,
    },
    "outcome": {
        "status": "finished, final reports clean",
    },
    "global_route": {
        "antenna_found_initial": 0,
        "grt_pass1_vias": 15790,
        "grt_pass1_wl_um": 94160,
        "grt_usage": 0.1650,
        "grt_overflow_total": 0,
        "grt_max_degree": 41,
    },
    "hold_path": {
        "hold_path.class": "flop to flop",
        "hp-start": "state[0]$_DFF_PN1_",
        "hold-path-cell-count": 2,
        "hold_path_end": "state[0]$_DFF_PN1_",
    },
    "job": {
        "maxCapViolations": 0,
        "tool_warnings": 36,
    },
}
[critical path, cell delays in order, from the launching register on]
cell	delay, ns
edfxtp_1	0.54
ha_1	0.39
ha_1	0.30
fa_1	0.48
fa_1	0.69
buf_4	0.32
nand3b_1	0.19
nor2_1	0.80
a222oi_1	0.19
and4_1	0.29
a41oi_1	0.26
nor3_1	0.20
nand3b_1	0.21
fa_1	0.49
fa_1	0.54
inv_1	0.05
fa_1	0.50
fa_1	0.54
inv_1	0.05
fa_1	0.52
inv_1	0.04
ha_1	0.20
or3_1	0.37
o21bai_1	0.22
a311oi_1	0.39
o31ai_1	0.19
nor3b_1	0.17
a211o_1	0.26
[final cells by class]
| cell class | instances | area share |
|---|---|---|
| clock buffers | 55 | 0.04563 |
| repair buffers | 116 | 0.03594 |
| clock inverters | 34 | 0.01660 |
| inverters | 119 | 0.01632 |
| flip-flops and latches | 478 | 0.5231 |
| multi-input cells | 1085 | 0.3148 |
| well taps | 1040 | 0.04755 |
[worst max path at each step]
| stage | start | to | slack, ns | cells after the start |
|---|---|---|---|---|
| CTS | i[1]$_SDFFCE_PN1P_ | result[16]$_SDFFCE_PN0P_ | 1.24 | 26 |
| global route | i[1]$_SDFFCE_PN1P_ | result[16]$_SDFFCE_PN0P_ | 0.77 | 27 |
| finish | i[1]$_SDFFCE_PN1P_ | result[16]$_SDFFCE_PN0P_ | 1.22 | 27 |
[registers in the layout, summed over array words and instances, names as in the netlist]
| register | cells |
|---|---|
| value | 208 |
| filter_coef | 200 |
| result | 17 |
| i | 8 |
| j | 8 |
| x | 8 |
| y | 8 |
| state | 7 |
| value_index | 5 |
| coef_i | 4 |
| coef_j | 4 |
| en | 1 |
[per-stage QoR]
stage	util	instance area, µm²	power (W)	hold WS (ns)
2_1_floorplan	-	23700	0.002246	0.4593
3_3_place_gp	0.3302	25660	0.002324	0.4753
3_5_place_dp	0.3302	25660	0.002324	0.4763
4_1_cts	0.3521	27360	0.004094	0.4895
5_1_grt	0.3521	27360	0.004196	0.5269
6_report	0.3521	27360	0.004064	0.4855
[report_power, final]
part	switching [W]	leakage, nW	total [W]	internal [W]
clock	0.000715	0.833	0.00178	0.00107
combinational	0.000151	4.69	0.000255	0.000103
sequential	0.00000623	4.38	0.00203	0.00202
[synthesized netlist by cell type, drive strengths merged (9+ instances only)]
library cell	n	area [µm²]
a21o	17	127.6
a21oi	39	195.2
a221oi	18	157.7
a222oi	11	110.1
a22o	21	183.9
a22oi	71	533.0
a31oi	13	81.33
and2	53	331.6
and3	44	275.3
and4b	10	100.1
buf	27	150.1
clkbuf	56	210.2
edfxtp	470	14110
fa	63	1261
ha	100	1251
inv	118	442.9
mux2i	26	260.3
nand2	102	382.9
nand2b	28	175.2
nand3	43	215.2
nand4	30	187.7
nor2	90	337.8
nor2b	26	162.7
nor3	28	145.1
nor3b	12	90.09
nor4	11	75.07
nor4bb	12	120.1
o21a	10	75.07
o21ai	19	95.09
or3	9	56.30
xnor2	28	260.3
xor2	29	254.0
[logic make-up (layout without fill, tap and decap cells)]
| kind of cell | Yosys count | after routing | synth area share |
|---|---|---|---|
| mux | 35 | 35 | 0.01686 |
| compound gates | 286 | 286 | 0.08955 |
| simple gates | 531 | 531 | 0.1244 |
| buf+inv | 202 | 324 | 0.03410 |
| other cells | 2 | 11 | 0.0003173 |
| xor+xnor | 59 | 59 | 0.02374 |
| flops | 478 | 478 | 0.6048 |
| fa+ha+maj | 163 | 163 | 0.1062 |
[metal layers]
metal | routed length, µm | global-route usage | vias to the layer above
met5 | 41 | 0.004884 | -
met4 | 1338 | 0.03035 | 2
met3 | 8074 | 0.09431 | 93
met2 | 27530 | 0.2456 | 769
met1 | 24210 | 0.2180 | 7363
li1 | - | - | 6789
Power figures rest on the tool's default switching activity, not on a simulated workload.
